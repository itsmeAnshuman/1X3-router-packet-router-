<file path="design/flow/design.v">
module router_top (
    input clock,
    input resetn,
    input packet_valid,
    input [7:0] data_in,
    input read_enb_0, read_enb_1, read_enb_2,
    output [7:0] data_out_0, data_out_1, data_out_2,
    output vld_out_0, vld_out_1, vld_out_2,
    output err,
    output busy
);
    wire [7:0] dout;
    wire [2:0] write_enb;
    wire [2:0] soft_reset;
    wire write_enb_reg;
    wire [2:0] read_enb;
    wire [2:0] empty;
    wire [2:0] full;
    wire lfd_state;
    wire detect_add;
    wire ld_state;
    wire laf_state;
    wire full_state;
    wire rst_int_reg;
    wire parity_done;
    wire low_packet_valid;
    assign read_enb = {read_enb_2, read_enb_1, read_enb_0};
    router_fsm FSM (.clock(clock), .resetn(resetn), .packet_valid(packet_valid), .data_in(data_in), .parity_done(parity_done), .soft_reset_0(soft_reset[0]), .soft_reset_1(soft_reset[1]), .soft_reset_2(soft_reset[2]), .fifo_full(full_state), .low_packet_valid(low_packet_valid), .fifo_empty_0(empty[0]), .fifo_empty_1(empty[1]), .fifo_empty_2(empty[2]), .detect_add(detect_add), .ld_state(ld_state), .laf_state(laf_state), .lfd_state(lfd_state), .full_state(full_state), .write_enb_reg(write_enb_reg), .rst_int_reg(rst_int_reg), .busy(busy));
    router_register REG (.clock(clock), .resetn(resetn), .packet_valid(packet_valid), .data_in(data_in), .fifo_full(full_state), .detect_add(detect_add), .ld_state(ld_state), .laf_state(laf_state), .full_state(full_state), .lfd_state(lfd_state), .rst_int_reg(rst_int_reg), .err(err), .parity_done(parity_done), .low_packet_valid(low_packet_valid), .dout(dout));
    router_sync SYNC (.clock(clock), .resetn(resetn), .data_in(data_in), .detect_add(detect_add), .write_enb_reg(write_enb_reg), .read_enb_0(read_enb_0), .read_enb_1(read_enb_1), .read_enb_2(read_enb_2), .write_enb(write_enb), .fifo_full(full_state), .full_0(full[0]), .full_1(full[1]), .full_2(full[2]), .empty_0(empty[0]), .empty_1(empty[1]), .empty_2(empty[2]), .soft_reset_0(soft_reset[0]), .soft_reset_1(soft_reset[1]), .soft_reset_2(soft_reset[2]), .vld_out_0(vld_out_0), .vld_out_1(vld_out_1), .vld_out_2(vld_out_2));
    router_fifo FIFO0 (.clock(clock), .resetn(resetn), .soft_reset(soft_reset[0]), .write_enb(write_enb[0]), .read_enb(read_enb[0]), .data_in({lfd_state, dout}), .lfd_state(lfd_state), .full(full[0]), .empty(empty[0]), .data_out(data_out_0));
    router_fifo FIFO1 (.clock(clock), .resetn(resetn), .soft_reset(soft_reset[1]), .write_enb(write_enb[1]), .read_enb(read_enb[1]), .data_in({lfd_state, dout}), .lfd_state(lfd_state), .full(full[1]), .empty(empty[1]), .data_out(data_out_1));
    router_fifo FIFO2 (.clock(clock), .resetn(resetn), .soft_reset(soft_reset[2]), .write_enb(write_enb[2]), .read_enb(read_enb[2]), .data_in({lfd_state, dout}), .lfd_state(lfd_state), .full(full[2]), .empty(empty[2]), .data_out(data_out_2));
    assign full_state = full[0] | full[1] | full[2];
endmodule
module router_fsm (
    input clock, resetn,
    input packet_valid,
    input [7:0] data_in,
    input fifo_full, fifo_empty_0, fifo_empty_1, fifo_empty_2,
    input soft_reset_0, soft_reset_1, soft_reset_2,
    input parity_done, low_packet_valid,
    output reg detect_add, ld_state, laf_state, lfd_state, full_state,
    output reg write_enb_reg, rst_int_reg, busy
);
    parameter DECODE_ADDRESS = 3'b000,
              LOAD_FIRST_DATA = 3'b001,
              LOAD_DATA = 3'b010,
              LOAD_PARITY = 3'b011,
              FIFO_FULL_STATE = 3'b100,
              LOAD_AFTER_FULL = 3'b101,
              DECODE_ADDRESS_WAIT = 3'b110,
              CHECK_PARITY_ERROR = 3'b111;
    reg [2:0] state, next_state;
    reg [1:0] addr;
    always @(posedge clock) begin
        if (~resetn)
            state <= DECODE_ADDRESS;
        else if ((soft_reset_0 && addr == 2'b00) ||
                 (soft_reset_1 && addr == 2'b01) ||
                 (soft_reset_2 && addr == 2'b10))
            state <= DECODE_ADDRESS;
        else
            state <= next_state;
    end
    always @(posedge clock) begin
        if (~resetn)
            addr <= 2'b00;
        else if (detect_add)
            addr <= data_in[1:0];
    end
    always @(*) begin
        next_state = state;
        case (state)
            DECODE_ADDRESS: begin
                if ((packet_valid && (data_in[1:0] == 2'b00) && fifo_empty_0) ||
                    (packet_valid && (data_in[1:0] == 2'b01) && fifo_empty_1) ||
                    (packet_valid && (data_in[1:0] == 2'b10) && fifo_empty_2))
                    next_state = LOAD_FIRST_DATA;
                else if ((packet_valid && (data_in[1:0] == 2'b00) && ~fifo_empty_0) ||
                         (packet_valid && (data_in[1:0] == 2'b01) && ~fifo_empty_1) ||
                         (packet_valid && (data_in[1:0] == 2'b10) && ~fifo_empty_2))
                    next_state = DECODE_ADDRESS_WAIT;
            end
            DECODE_ADDRESS_WAIT: begin
                if ((addr == 2'b00 && fifo_empty_0) ||
                    (addr == 2'b01 && fifo_empty_1) ||
                    (addr == 2'b10 && fifo_empty_2))
                    next_state = LOAD_FIRST_DATA;
            end
            LOAD_FIRST_DATA: begin
                if (fifo_full)
                    next_state = FIFO_FULL_STATE;
                else
                    next_state = LOAD_DATA;
            end
            LOAD_DATA: begin
                if (fifo_full)
                    next_state = FIFO_FULL_STATE;
                else if (~packet_valid)
                    next_state = LOAD_PARITY;
            end
            LOAD_PARITY: begin
                next_state = CHECK_PARITY_ERROR;
            end
            FIFO_FULL_STATE: begin
                if (~fifo_full)
                    next_state = LOAD_AFTER_FULL;
            end
            LOAD_AFTER_FULL: begin
                if (~parity_done && low_packet_valid)
                    next_state = LOAD_PARITY;
                else if (~parity_done && ~low_packet_valid)
                    next_state = LOAD_DATA;
                else if (parity_done)
                    next_state = DECODE_ADDRESS;
            end
            CHECK_PARITY_ERROR: begin
                if (~fifo_full)
                    next_state = DECODE_ADDRESS;
                else
                    next_state = FIFO_FULL_STATE;
            end
        endcase
    end
    always @(*) begin
        detect_add = 0;
        ld_state = 0;
        laf_state = 0;
        lfd_state = 0;
        full_state = 0;
        write_enb_reg = 0;
        rst_int_reg = 0;
        busy = 0;
        case (state)
            DECODE_ADDRESS: begin
                detect_add = 1;
            end
            DECODE_ADDRESS_WAIT: begin
                detect_add = 1;
            end
            LOAD_FIRST_DATA: begin
                lfd_state = 1;
                busy = 1;
            end
            LOAD_DATA: begin
                ld_state = 1;
                write_enb_reg = 1;
                busy = 1;
            end
            LOAD_PARITY: begin
                busy = 1;
            end
            FIFO_FULL_STATE: begin
                full_state = 1;
                busy = 1;
            end
            LOAD_AFTER_FULL: begin
                laf_state = 1;
                busy = 1;
            end
            CHECK_PARITY_ERROR: begin
                rst_int_reg = 1;
                busy = 1;
            end
        endcase
    end
endmodule
module router_register (
    input clock, resetn, packet_valid,
    input [7:0] data_in,
    input fifo_full, detect_add, ld_state, laf_state, full_state, lfd_state, rst_int_reg,
    output reg err, parity_done, low_packet_valid,
    output reg [7:0] dout
);
    reg [7:0] hold_header_byte, fifo_full_header_byte, internal_parity, packet_parity_byte;
    reg [7:0] fifo_full_data_reg;  
    reg [5:0] count;  
    always @(posedge clock) begin
        if (~resetn)
            hold_header_byte <= 8'b0;
        else if (detect_add && packet_valid)
            hold_header_byte <= data_in;
    end
    always @(posedge clock) begin
        if (~resetn)
            fifo_full_header_byte <= 8'b0;
        else if (detect_add && packet_valid)
            fifo_full_header_byte <= data_in;
    end
    always @(posedge clock) begin
        if (~resetn)
            fifo_full_data_reg <= 8'b0;
        else if (ld_state && fifo_full)
            fifo_full_data_reg <= data_in;
    end
    always @(*) begin
        if (lfd_state)
            dout = hold_header_byte;
        else if (ld_state && ~fifo_full)
            dout = data_in;
        else if (ld_state && fifo_full)
            dout = fifo_full_data_reg;
        else if (laf_state)
            dout = fifo_full_header_byte;
        else
            dout = 8'b0;
    end
    always @(posedge clock) begin
        if (~resetn)
            internal_parity <= 8'b0;
        else if (detect_add)
            internal_parity <= 8'b0;
        else if (lfd_state && packet_valid)
            internal_parity <= internal_parity ^ hold_header_byte;
        else if (ld_state && packet_valid && ~full_state)
            internal_parity <= internal_parity ^ data_in;
    end
    always @(posedge clock) begin
        if (~resetn)
            packet_parity_byte <= 8'b0;
        else if (detect_add && packet_valid)
            packet_parity_byte <= 8'b0;
        else if ((ld_state && ~packet_valid) || (laf_state && ~packet_valid && ~parity_done))
            packet_parity_byte <= data_in;
    end
    always @(posedge clock) begin
        if (~resetn)
            count <= 6'b0;
        else if (detect_add)
            count <= data_in[7:2];  
        else if (ld_state && packet_valid)
            count <= count - 1;
    end
    always @(posedge clock) begin
        if (~resetn)
            low_packet_valid <= 0;
        else
            low_packet_valid <= ~packet_valid;
    end
    always @(posedge clock) begin
        if (~resetn)
            parity_done <= 0;
        else if (detect_add)
            parity_done <= 0;
        else if ((count == 0) && (ld_state || laf_state) && (~packet_valid))
            parity_done <= 1;
    end
    always @(posedge clock) begin
        if (~resetn)
            err <= 0;
        else if (rst_int_reg)
            err <= 0;
        else if (parity_done)
            err <= (internal_parity != packet_parity_byte);
    end
endmodule
module router_sync (
    input clock, resetn,
    input [7:0] data_in,
    input detect_add, write_enb_reg,
    input read_enb_0, read_enb_1, read_enb_2,
    input empty_0, empty_1, empty_2,
    input full_0, full_1, full_2,
    output reg [2:0] write_enb,
    output reg fifo_full,
    output reg vld_out_0, vld_out_1, vld_out_2,
    output reg soft_reset_0, soft_reset_1, soft_reset_2
);
    reg [1:0] internal_addr;
    reg [4:0] timer_0, timer_1, timer_2;  
    always @(posedge clock) begin
        if (~resetn)
            internal_addr <= 2'b0;
        else if (detect_add)
            internal_addr <= data_in[1:0];
    end
    always @(*) begin
        case (internal_addr)
            2'b00: write_enb = {2'b0, write_enb_reg};
            2'b01: write_enb = {1'b0, write_enb_reg, 1'b0};
            2'b10: write_enb = {write_enb_reg, 2'b0};
            default: write_enb = 3'b0;
        endcase
    end
    always @(*) begin
        case (internal_addr)
            2'b00: fifo_full = full_0;
            2'b01: fifo_full = full_1;
            2'b10: fifo_full = full_2;
            default: fifo_full = 0;
        endcase
    end
    always @(posedge clock) begin
        if (~resetn) begin
            vld_out_0 <= 0;
            timer_0 <= 0;
            soft_reset_0 <= 0;
        end else begin
            if (~empty_0)
                vld_out_0 <= 1;
            else
                vld_out_0 <= 0;
            if (vld_out_0 && ~read_enb_0)
                timer_0 <= timer_0 + 1;
            else
                timer_0 <= 0;
            if (timer_0 == 29) begin
                soft_reset_0 <= 1;
                vld_out_0 <= 0;
                timer_0 <= 0;
            end else
                soft_reset_0 <= 0;
        end
    end
    always @(posedge clock) begin
        if (~resetn) begin
            vld_out_1 <= 0;
            timer_1 <= 0;
            soft_reset_1 <= 0;
        end else begin
            if (~empty_1)
                vld_out_1 <= 1;
            else
                vld_out_1 <= 0;
            if (vld_out_1 && ~read_enb_1)
                timer_1 <= timer_1 + 1;
            else
                timer_1 <= 0;
            if (timer_1 == 29) begin
                soft_reset_1 <= 1;
                vld_out_1 <= 0;
                timer_1 <= 0;
            end else
                soft_reset_1 <= 0;
        end
    end
    always @(posedge clock) begin
        if (~resetn) begin
            vld_out_2 <= 0;
            timer_2 <= 0;
            soft_reset_2 <= 0;
        end else begin
            if (~empty_2)
                vld_out_2 <= 1;
            else
                vld_out_2 <= 0;
            if (vld_out_2 && ~read_enb_2)
                timer_2 <= timer_2 + 1;
            else
                timer_2 <= 0;
            if (timer_2 == 29) begin
                soft_reset_2 <= 1;
                vld_out_2 <= 0;
                timer_2 <= 0;
            end else
                soft_reset_2 <= 0;
        end
    end
endmodule
module router_fifo (
    input clock, resetn, soft_reset,
    input write_enb, read_enb, lfd_state,
    input [8:0] data_in,  
    output reg [7:0] data_out,  
    output reg full, empty
);
    reg [8:0] mem [15:0];  
    reg [3:0] wr_ptr, rd_ptr;  
    reg [4:0] count;  
    integer i;
    initial begin
        for (i = 0; i < 16; i = i + 1)
            mem[i] = 9'b0;
    end
    always @(posedge clock) begin
        if (~resetn || soft_reset)
            wr_ptr <= 0;
        else if (write_enb && ~full)
            wr_ptr <= wr_ptr + 1;
    end
    always @(posedge clock) begin
        if (~resetn || soft_reset)
            rd_ptr <= 0;
        else if (read_enb && ~empty)
            rd_ptr <= rd_ptr + 1;
    end
    always @(posedge clock) begin
        if (~resetn || soft_reset)
            count <= 0;
        else begin
            case ({write_enb & ~full, read_enb & ~empty})
                2'b10: count <= count + 1;
                2'b01: count <= count - 1;
                default: count <= count;
            endcase
        end
    end
    always @(*) begin
        full = (count == 16);
        empty = (count == 0);
    end
    always @(posedge clock) begin
        if (write_enb && ~full)
            mem[wr_ptr] <= data_in;
    end
    always @(posedge clock) begin
        if (~resetn)
            data_out <= 8'b0;
        else if (soft_reset)
            data_out <= 8'bz;
        else if (read_enb && ~empty)
            data_out <= mem[rd_ptr][7:0];
        else if (empty)
            data_out <= 8'bz;
    end
endmodule
</file>
<file path="design/flow/run.sh">
#!/bin/bash
# OpenROAD 26Q1-2900-gdf79404cd8, Yosys 0.63+post, stock flow scripts
make -C /OpenROAD-flow-scripts/flow DESIGN_CONFIG=/design/flow/config.mk WORK_HOME=/design/flow/orfs finish
</file>
<file path="design/flow/config.mk">
export PLATFORM = sky130hd
export DESIGN_NAME = router_top
export DESIGN_NICKNAME = router_top
export VERILOG_FILES = /design/flow/design.v
export SDC_FILE = /design/flow/constraint.sdc
export NUM_CORES = 4
export LEC_CHECK = 1
export CORE_UTILIZATION = 30
</file>
<file path="design/flow/constraint.sdc">
current_design router_top

set clk_period 5.5
set clk_io_pct 0.2

create_clock -name clk0 -period $clk_period [get_ports {clock}]

set non_clock_inputs [all_inputs -no_clocks]
set_input_delay [expr $clk_period * $clk_io_pct] -clock clk0 $non_clock_inputs
set_output_delay [expr $clk_period * $clk_io_pct] -clock clk0 [all_outputs]
</file>
==> impl_metrics.py <==
# Auto-generated metrics
metrics = {
    "routing": {
        "diodes": 0,
        "dr.pass1.iters": 5,
        "vias_per_cell": 4.697,
        "vias": 11290,
        "first_iter_violations": 601,
        "antenna_left": 0,
        "wl_per_cell_um": 18.15,
        "wl_um": 43640,
        "drc": 0,
    },
    "power_and_ir_drop": {
        "swShare_pct": 25.08,
        "internal_power_uw": 7590,
        "seqPwrFrac_pct": 47.0,
        "power_density_nw_per_um2": 406.1,
        "power_switching_uw": 2541,
        "peakVddDrop_v": 0.0002317,
        "total_power_uw": 10130,
        "combPwrFrac_pct": 16.0,
        "p_leak_uw": 0.008210,
        "p_clk_share_pct": 37.0,
    },
    "synthesis": {
        "yosys-top-cells-count": "384 x edfxtp_1, 177 x nor2_1, 148 x dfxtp_1, 120 x mux4_2, 64 x nand2_1",
        "synth-async-reset-ratio_pct": 0,
        "yosysTopAreaCell": "edfxtp_1",
        "topCellsByArea": "edfxtp_1 54%, dfxtp_1 14%, mux4_2 13%",
        "dominantRegCellSynth": "edfxtp_1",
        "yosysMostFrequentCell": "edfxtp_1",
        "synth-edff-count": 384,
        "synth.avg_cell_area_sq_um": 15.92,
        "post-synth-top-area-fraction_pct": 53.69,
        "synth_cell_type_count": 61,
        "yosys_warnings": 7,
        "synth_flops": 532,
        "netlist_area_sq_um": 21480,
        "synth_stat.cells": 1349,
        "ys_chip_area_sq_um": 21480,
        "postSynthCellCount": 1349,
        "ys_seq_share_pct": 67.49,
    },
    "floorplan": {
        "fp-utilization_pct": 30.51,
        "coreArea_sq_um": 70390,
        "die_w_um": 269.6,
        "io-pin-count": 43,
        "rows": 97,
        "dieHeight_um": 269.6,
        "chipArea_sq_um": 72660,
    },
    "sta": {
        "rsz0062_at_grt": "no",
        "slew_viol_final": 0,
        "skew_ns": 0.01510,
        "timing_hold_violations_final": 0,
        "finalClockPeriodUsage_pct": 61.57,
        "setup_ws_ns": 2.113,
        "maxSlewHeadroom_pct": 37.14,
        "finalSetupTns_ns": 0,
        "final.min_clock_period_ns": 3.387,
        "worst_pin_slew_ns": 0.9394,
        "timing.hold.ws_ns": 0.3908,
        "setup_viol": 0,
        "max_freq_mhz": 295.3,
    },
    "flow_run": {
        "tool_warnings": 37,
        "maxCapViolCount": 0,
    },
    "clock_network": {
        "cts_setup_buffers": 0,
        "clock_latency_ns": 0.59,
        "clk_path_buf_depth": 3,
        "clkTransAtPathRegs_ns": 0.06,
        "root_buffer": "clkbuf_16",
        "htreeDepth": 2,
        "cts_tree": "built",
        "cts_sinks": 532,
        "numCtsBuffers": 51,
        "cts_resized": 0,
        "cts_hold_buf": 0,
    },
    "layout": {
        "largestRegisters": "FIFO0.mem x128, FIFO1.mem x128, FIFO2.mem x128",
        "finish.utilization_pct": 35.44,
        "area_growth_pct": 16.16,
        "drive_gt1_share_pct": 19.60,
    },
    "worst_setup_path": {
        "critical-path-slowest-cell": "dfxtp_1",
        "crit_arrival_ns": 3.89,
        "timing.critical_path.buf_inv": 1,
        "slowest_delay_ns": 0.78,
        "worstPathMaxFanout": 18,
        "cp-start-kind": "flop",
        "crit_top_cell": "a21oi_1",
        "crit_chain": "nand3b_1, a21oi_1, inv_1, ha_1, fa_1, a21o_1, a21oi_1, xor2_1, or3_1, a21oi_1",
        "path_class": "reg2reg",
        "crit_family": "AND-OR/OR-AND gates",
        "end_kind": "flop",
        "required_ns": 6.00,
    },
    "place": {
        "post-place-ws_ns": 1.603,
        "dpl.hpwl_um": 26730,
        "portBuffers": 42,
        "gp_congestion": 0.8353,
    },
    "hold_path": {
        "hold_class": "reg2reg",
    },
    "global_routing": {
        "grt_usage_pct": 12.97,
        "grt_pass1_vias": 12080,
        "grt_max_degree": 55,
        "antenna_found_initial": 0,
        "globalRoute.totalOverflow": 0,
        "grt_pass1_wl_um": 69280,
    },
    "run_status": {
        "status": "completed",
    },
}
==> worst paths after layout <==
| path | from | to | slack [ns] | depth (start not counted) |
|---|---|---|---|---|
| setup reg to reg | REG.ld_state | FIFO1.count[4] | 2.11 | 10 |
| setup / recovery | REG.ld_state | FIFO1.count[4] | 2.11 | 10 |
| hold / removal | FSM.rst_int_reg | REG.err | 0.39 | 1 |
| hold reg to reg | FSM.rst_int_reg | REG.err | 0.39 | 1 |
==> routing by layer <==
metal,GRT usage [%],wire [um]
met5,1.316,69
met4,2.871,1150
met3,6.481,4371
met2,20.29,20990
met1,16.54,17060
==> metrics by stage <==
| step | cells | area [sq um] |
|---|---|---|
| after floorplan | 1349 | 21480 |
| after global placement | 2308 | 23130 |
| after detailed placement | 2308 | 23130 |
| after CTS | 2404 | 24950 |
| after global routing | 2404 | 24950 |
| final | 2404 | 24950 |
==> cells in the final DEF, fill, tap and decap left out, types with 11 or more instances in the layout <==
cell type          n
nand2b_1          12
clkdlybuf4s50_1   42
xor2_1            33
nand4_1           11
mux4_2           120
xnor2_1           27
ha_1              34
nor3_1            14
nand3_1           31
inv_1             27
mux2i_1           48
edfxtp_1         384
nand2_1           64
a21oi_1           53
clkbuf_16         52
buf_4             49
nor2_1           177
dfxtp_1          145
==> power by group through the flow <==
stage	registers (uW)	logic, uW	clock network (uW)
after CTS	4760	1670	3840
after global routing	4790	1810	3990
final	4760	1620	3750
==> logic make-up after synthesis <==
group / after synthesis / share of synthesized area, %
DFF: 532 / 67.49
buffers and inverters: 100 / 2.406
and+or+nand+nor: 350 / 7.475
xor gates and xnor gates: 60 / 2.447
muxes: 168 / 14.82
adders and majority gates: 37 / 2.260
AOI/OAI and AO/OA: 102 / 3.105
==> area by class of cell <==
type,instances,area (sq um)
clock buffers,68,1421
multi-input cells,717,6561
clock inverters,28,397.9
flip-flops and latches,532,14500
fillers,6470,45440
repair buffers,91,788.3
inverters,28,105.1
well taps,940,1176
Power and IR drop assume default switching activity.
